### design/flow/run.sh
#!/bin/bash
# OpenROAD 26Q1-2900-gdf79404cd8, Yosys 0.63+post, stock flow scripts
make -C /OpenROAD-flow-scripts/flow DESIGN_CONFIG=/design/flow/config.mk WORK_HOME=/design/flow/orfs finish
### design/flow/config.mk
export PLATFORM = sky130hd
export DESIGN_NAME = top
export DESIGN_NICKNAME = top
export VERILOG_FILES = /design/flow/design.v
export SDC_FILE = /design/flow/constraint.sdc
export NUM_CORES = 4
export LEC_CHECK = 1
export CORE_UTILIZATION = 40
export SYNTH_HDL_FRONTEND = slang
### design/flow/constraint.sdc
current_design top

set clk_period 4.2
set clk_io_pct 0.2

create_clock -name clk0 -period $clk_period [get_ports {sys_clk_i}]

set non_clock_inputs [all_inputs -no_clocks]
set_input_delay [expr $clk_period * $clk_io_pct] -clock clk0 $non_clock_inputs
set_output_delay [expr $clk_period * $clk_io_pct] -clock clk0 [all_outputs]
### design/flow/design.v
`timescale 1ns/1ps
module spi_controller (
    input logic sys_clk_i,
    input logic sclk_i,
    input logic mosi_i,
    input logic chip_enable_i,
    output logic [7:0] data_o [0:9],
    output logic data_ready_o
);
    localparam BYTES_PER_TRANSACTION = 10;
    logic [1:0] ce_sync, sclk_sync;  
    logic ce_sync_d, sclk_sync_d;  
    logic ce_rise, sclk_rise, valid_sample;
    logic [7:0] data;
    logic [2:0] bit_counter;
    logic [3:0] byte_counter;
    always_ff @(posedge sys_clk_i) begin
        ce_sync <= {ce_sync[0], chip_enable_i};
        ce_sync_d <= ce_sync[1];
        sclk_sync <= {sclk_sync[0], sclk_i};
        sclk_sync_d <= sclk_sync[1];
    end
    always_comb begin
        ce_rise = ce_sync[1] & ~ce_sync_d;
        sclk_rise = sclk_sync[1] & ~sclk_sync_d;
        valid_sample = sclk_rise & ce_sync[1]; 
    end
    always_ff @(posedge sys_clk_i) begin
        if (ce_rise) begin
            bit_counter <= 3'd0;
            byte_counter <= 3'd0;
            data <= 8'd0;
            data_ready_o <= 1'b0;
            for (int i = 0; i < BYTES_PER_TRANSACTION; i++) begin
                data_o[i] <= 8'd0;
            end
        end
        if (valid_sample && byte_counter < BYTES_PER_TRANSACTION) begin
            data <= {data[6:0], mosi_i};
            if (bit_counter == 3'd7) begin
                data_o[byte_counter] <= {data[6:0], mosi_i};
                bit_counter  <= 3'd0;
                byte_counter <= byte_counter + 1;
                if (byte_counter == BYTES_PER_TRANSACTION - 1) begin
                    data_ready_o <= 1'b1;
                end
            end else begin
                bit_counter <= bit_counter + 1;
            end
        end
    end
endmodule
`timescale 1ns / 1ps
module top(
    input logic reset_i,
    input logic sys_clk_i,
    input logic sclk_i,
    input logic mosi_i,
    input logic chip_enable_i,
    output logic hsync_o,
    output logic vsync_o,
    output logic [3:0] r,
    output logic [3:0] g,
    output logic [3:0] b
);
    logic [7:0] spi_data [0:9];
    logic data_ready;
    spi_controller spi(
        .sys_clk_i(sys_clk_i),
        .sclk_i(sclk_i),
        .mosi_i(mosi_i),
        .chip_enable_i(chip_enable_i),
        .data_o(spi_data),
        .data_ready_o(data_ready)
    );
    logic [9:0] ball_x;
    logic [9:0] ball_y;
    logic [9:0] paddle_l_y;
    logic [9:0] paddle_r_y;
    logic [7:0] score_l;
    logic [7:0] score_r;
    vga_if spi_vga_if(
        .sys_clk_i(sys_clk_i),
        .data_ready_i(data_ready),
        .data_in(spi_data),
        .ball_x(ball_x),
        .ball_y(ball_y),
        .paddle_l_y(paddle_l_y),
        .paddle_r_y(paddle_r_y),
        .score_l(score_l),
        .score_r(score_r)
    );
    logic [9:0] x;
    logic [9:0] y;
    logic hsync;
    logic vsync;
    logic video_on;
    vga_timing sync(
        .sys_clk_i(sys_clk_i),
        .reset_i(reset_i),
        .x(x),
        .y(y),
        .hsync(hsync),
        .vsync(vsync),
        .video_on(video_on)
    );
    vga_renderer renderer(
        .x(x),
        .y(y),
        .video_on(video_on),
        .ball_x(ball_x),
        .ball_y(ball_y),
        .paddle_l_y(paddle_l_y),
        .paddle_r_y(paddle_r_y),
        .score_l(score_l),
        .score_r(score_r),
        .r(r),
        .g(g),
        .b(b)
    );
    always_comb begin
        hsync_o = hsync;
        vsync_o = vsync;
    end
endmodule
`timescale 1ns/1ps
module vga_if (
    input logic sys_clk_i,
    input logic data_ready_i,
    input logic [7:0] data_in [0:9],
    output logic [9:0] ball_x,
    output logic [9:0] ball_y,
    output logic [9:0] paddle_l_y,
    output logic [9:0] paddle_r_y,
    output logic [7:0] score_l,
    output logic [7:0] score_r
    );
    always_ff @(posedge sys_clk_i) begin
        if (data_ready_i) begin
            ball_x <= {data_in[1][1:0], data_in[0]};
            ball_y <= {data_in[3][1:0], data_in[2]};
            paddle_l_y <= {data_in[5][1:0], data_in[4]};
            paddle_r_y <= {data_in[7][1:0], data_in[6]};
            score_l <= data_in[8];
            score_r <= data_in[9];
        end
    end
endmodule
`timescale 1ns/1ps
module vga_renderer (
    input  logic [9:0] x,
    input  logic [9:0] y,
    input  logic       video_on,
    input  logic [9:0] ball_x,
    input  logic [9:0] ball_y,
    input  logic [9:0] paddle_l_y,
    input  logic [9:0] paddle_r_y,
    input  logic [7:0] score_l,
    input  logic [7:0] score_r,
    output logic [3:0] r,
    output logic [3:0] g,
    output logic [3:0] b
);
    localparam X_MAX = 639;
    localparam BALL_WIDTH  = 10;
    localparam BALL_LENGTH = 10;
    localparam FULL_RED    = 4'hF;
    localparam PADDLE_WIDTH  = 10;
    localparam PADDLE_LENGTH = 60;
    localparam SCORE_BOX_WIDTH  = 25;
    localparam SCORE_BOX_LENGTH = 50;
    localparam SCORE_BOX_L_X    = 310;
    localparam SCORE_BOX_R_X    = 345;
    localparam SCORE_BOX_Y      = 10;
    localparam SEG_THICK = 4;
    function automatic logic [6:0] seg7 (input logic [3:0] val);
        case (val)
            4'd0: seg7 = 7'b1111110;
            4'd1: seg7 = 7'b0110000;
            4'd2: seg7 = 7'b1101101;
            4'd3: seg7 = 7'b1111001;
            4'd4: seg7 = 7'b0110011;
            4'd5: seg7 = 7'b1011011;
            4'd6: seg7 = 7'b1011111;
            4'd7: seg7 = 7'b1110000;
            4'd8: seg7 = 7'b1111111;
            4'd9: seg7 = 7'b1111011;
            default: seg7 = 7'b0000000;
        endcase
    endfunction
    function automatic logic hit_hseg (
        input int seg_x,
        input int seg_y,
        input int width,
        input int thick,
        input logic [9:0] px,
        input logic [9:0] py
    );
        hit_hseg = (px >= seg_x) && (px < seg_x + width) &&
                   (py >= seg_y) && (py < seg_y + thick);
    endfunction
    function automatic logic hit_vseg (
        input int seg_x,
        input int seg_y,
        input int thick,
        input int length,
        input logic [9:0] px,
        input logic [9:0] py
    );
        hit_vseg = (px >= seg_x) && (px < seg_x + thick) &&
                   (py >= seg_y) && (py < seg_y + length);
    endfunction
    logic show_score_l;
    logic show_score_r;
    logic show_scores;        
    logic [3:0] digit_l;
    logic [3:0] digit_r;
    logic [6:0] seg_l;
    logic [6:0] seg_r;
    int lx;
    int ly;
    int rx;
    int ry;
    always_comb begin
        r = 4'd0;
        g = 4'd0;
        b = 4'd0;
        if (video_on) begin
            if (x >= ball_x && x < ball_x + BALL_WIDTH) begin
                if (y >= ball_y && y < ball_y + BALL_LENGTH) begin
                    r = FULL_RED;
                end
            end
            if (y >= paddle_l_y && y < paddle_l_y + PADDLE_LENGTH) begin
                if (x >= 0 && x < PADDLE_WIDTH) begin
                    r = FULL_RED;
                end
            end
            if (y >= paddle_r_y && y < paddle_r_y + PADDLE_LENGTH) begin
                if (x > X_MAX - PADDLE_WIDTH && x <= X_MAX) begin
                    r = FULL_RED;
                end
            end
            show_score_l = score_l[7];
            show_score_r = score_r[7];
            show_scores  = show_score_l | show_score_r;
            digit_l = score_l[3:0];
            digit_r = score_r[3:0];
            seg_l = seg7(digit_l);
            seg_r = seg7(digit_r);
            lx = SCORE_BOX_L_X;
            ly = SCORE_BOX_Y;
            rx = SCORE_BOX_R_X;
            ry = SCORE_BOX_Y;
            if (show_scores) begin
                if (seg_l[6] &&
                    hit_hseg(lx + 4,
                             ly + 2,
                             SCORE_BOX_WIDTH - 8,
                             SEG_THICK,
                             x, y)) begin
                    r = FULL_RED;
                end
                if (seg_l[5] &&
                    hit_vseg(lx + SCORE_BOX_WIDTH - SEG_THICK - 2,
                             ly + 5,
                             SEG_THICK,
                             (SCORE_BOX_LENGTH / 2) - 6,
                             x, y)) begin
                    r = FULL_RED;
                end
                if (seg_l[4] &&
                    hit_vseg(lx + SCORE_BOX_WIDTH - SEG_THICK - 2,
                             ly + (SCORE_BOX_LENGTH / 2) + 1,
                             SEG_THICK,
                             (SCORE_BOX_LENGTH / 2) - 6,
                             x, y)) begin
                    r = FULL_RED;
                end
                if (seg_l[3] &&
                    hit_hseg(lx + 4,
                             ly + SCORE_BOX_LENGTH - SEG_THICK - 2,
                             SCORE_BOX_WIDTH - 8,
                             SEG_THICK,
                             x, y)) begin
                    r = FULL_RED;
                end
                if (seg_l[2] &&
                    hit_vseg(lx + 2,
                             ly + (SCORE_BOX_LENGTH / 2) + 1,
                             SEG_THICK,
                             (SCORE_BOX_LENGTH / 2) - 6,
                             x, y)) begin
                    r = FULL_RED;
                end
                if (seg_l[1] &&
                    hit_vseg(lx + 2,
                             ly + 5,
                             SEG_THICK,
                             (SCORE_BOX_LENGTH / 2) - 6,
                             x, y)) begin
                    r = FULL_RED;
                end
                if (seg_l[0] &&
                    hit_hseg(lx + 4,
                             ly + (SCORE_BOX_LENGTH / 2) - 2,
                             SCORE_BOX_WIDTH - 8,
                             SEG_THICK,
                             x, y)) begin
                    r = FULL_RED;
                end
            end
            if (show_scores) begin
                if (seg_r[6] &&
                    hit_hseg(rx + 4,
                             ry + 2,
                             SCORE_BOX_WIDTH - 8,
                             SEG_THICK,
                             x, y)) begin
                    r = FULL_RED;
                end
                if (seg_r[5] &&
                    hit_vseg(rx + SCORE_BOX_WIDTH - SEG_THICK - 2,
                             ry + 5,
                             SEG_THICK,
                             (SCORE_BOX_LENGTH / 2) - 6,
                             x, y)) begin
                    r = FULL_RED;
                end
                if (seg_r[4] &&
                    hit_vseg(rx + SCORE_BOX_WIDTH - SEG_THICK - 2,
                             ry + (SCORE_BOX_LENGTH / 2) + 1,
                             SEG_THICK,
                             (SCORE_BOX_LENGTH / 2) - 6,
                             x, y)) begin
                    r = FULL_RED;
                end
                if (seg_r[3] &&
                    hit_hseg(rx + 4,
                             ry + SCORE_BOX_LENGTH - SEG_THICK - 2,
                             SCORE_BOX_WIDTH - 8,
                             SEG_THICK,
                             x, y)) begin
                    r = FULL_RED;
                end
                if (seg_r[2] &&
                    hit_vseg(rx + 2,
                             ry + (SCORE_BOX_LENGTH / 2) + 1,
                             SEG_THICK,
                             (SCORE_BOX_LENGTH / 2) - 6,
                             x, y)) begin
                    r = FULL_RED;
                end
                if (seg_r[1] &&
                    hit_vseg(rx + 2,
                             ry + 5,
                             SEG_THICK,
                             (SCORE_BOX_LENGTH / 2) - 6,
                             x, y)) begin
                    r = FULL_RED;
                end
                if (seg_r[0] &&
                    hit_hseg(rx + 4,
                             ry + (SCORE_BOX_LENGTH / 2) - 2,
                             SCORE_BOX_WIDTH - 8,
                             SEG_THICK,
                             x, y)) begin
                    r = FULL_RED;
                end
            end
        end  
    end
endmodule
`timescale 1ns/1ps
module vga_timing (
    input logic sys_clk_i,
    input logic reset_i,
    output logic [9:0] x,
    output logic [9:0] y,
    output logic hsync,
    output logic vsync,
    output logic video_on
);
    localparam H_DISPLAY = 640;
    localparam H_L_BORDER = 54;
    localparam H_R_BORDER = 10;
    localparam H_RETRACE = 96;
    localparam H_MAX = H_DISPLAY + H_L_BORDER + H_R_BORDER + H_RETRACE - 1;
    localparam START_H_RETRACE = H_DISPLAY + H_R_BORDER;
    localparam END_H_RETRACE = START_H_RETRACE + H_RETRACE - 1;
    localparam V_DISPLAY = 480; 
	localparam V_T_BORDER = 33; 
	localparam V_B_BORDER = 10; 
	localparam V_RETRACE = 2; 
	localparam V_MAX = V_DISPLAY + V_T_BORDER + V_B_BORDER + V_RETRACE - 1;
    localparam START_V_RETRACE = V_DISPLAY + V_B_BORDER;
	localparam END_V_RETRACE = V_DISPLAY + V_B_BORDER + V_RETRACE - 1;
    logic [1:0] clk_div_ctr;
    logic pixel_tick;
    assign pixel_tick = clk_div_ctr == 3;
    logic [9:0] hsync_ctr;
    logic [9:0] vsync_ctr;
    always_ff @(posedge sys_clk_i) begin
        if (reset_i) begin
            hsync_ctr <= 0;
            vsync_ctr <= 0;
            clk_div_ctr <= 0;
        end else begin
            if (clk_div_ctr == 3) begin
                clk_div_ctr <= 0;
            end else begin
                clk_div_ctr <= clk_div_ctr + 1;
            end
            if (pixel_tick) begin
                if (hsync_ctr == H_MAX) begin
                    hsync_ctr <= 0;
                    if (vsync_ctr == V_MAX) begin
                        vsync_ctr <= 0;
                    end else begin
                        vsync_ctr <= vsync_ctr + 1;
                    end
                end else begin
                    hsync_ctr <= hsync_ctr + 1;
                end
            end
        end
    end
    always_comb begin
        hsync = !(hsync_ctr >= START_H_RETRACE && hsync_ctr <= END_H_RETRACE);
        vsync = !(vsync_ctr >= START_V_RETRACE && vsync_ctr <= END_V_RETRACE); 
        video_on = hsync_ctr < H_DISPLAY && vsync_ctr < V_DISPLAY;
        x = hsync_ctr;
        y = vsync_ctr;
    end
endmodule
==> results.json <==
{
  "die_width_um": 147.8,
  "ys_sh_aoi_pct": 11.41,
  "muxShareOfSynthArea_pct": 1.456,
  "clockRootBuffer": "clkbuf_16",
  "cp-startpoint": "spi_vga_if.ball_x[2]$_DFFE_PP_",
  "drc": 0,
  "portBuffers": 10,
  "yosysWarnings": 0,
  "min_from": "spi.sclk_sync[0]$_DFF_P_",
  "grt_pass1_wl_um": 29070,
  "path_delay_family": "simple AND/OR/NAND/NOR gates",
  "area.combinational_mm2": 0.004434,
  "drt_iter0_drc": 319,
  "flop_cell": "dfxtp_1",
  "place_inst": 1186,
  "initCoreUtil_pct": 41.38,
  "maxSlewViolCount": 0,
  "highest_layer": "met4",
  "p_leak_nw": 4.007,
  "rows": 52,
  "violations": "negative setup slack",
  "postRouteAntennaNets": 0,
  "finalNonFillerCells": 1220,
  "clock-sinks": 157,
  "top_area_share_pct": 22.82,
  "critPathRequiredTime_ns": 3.36,
  "fin_ws_ns": -0.07602,
  "avgSynthCellArea_um2": 9.422,
  "ir_drop_v": 0.0002512,
  "async_flop_share_pct": 0,
  "vias": 6116,
  "finalWirelength_um": 17450,
  "worstSkewPairLatency_ns": 0.43,
  "core_area_mm2": 0.02056,
  "nFillCells": 1944,
  "ys_sh_xor_pct": 4.426,
  "syn_inst": 903,
  "hp-class": "flop to flop",
  "antenna_found_initial": 0,
  "postPlaceCellArea_mm2": 0.009026,
  "yosysUniqueCellTypes": 65,
  "synth-edff-count": 60,
  "yosysTopAreaCell": "dfxtp_1",
  "tightest_slew_ns": 0.8924,
  "seqCellArea_mm2": 0.003745,
  "postLayoutCellArea_mm2": 0.009712,
  "cts_made_buffers": 17,
  "dieHeight_um": 147.8,
  "grt_pass1_vias": 5707,
  "grt_overflow": 0,
  "cts.clk_slew.worst_paths_ns": 0.07,
  "h-tree-depth": 4,
  "utilization_pct": 47.24,
  "reg2reg_from": "sync.x[1]$_SDFFE_PP0P_",
  "place_congestion": 0.8905,
  "min_period_over_period_pct": 101.8,
  "wl_met3_um": 773,
  "rsz0062_at_grt": "true",
  "startpoint_type": "flop",
  "setup_viol": 4,
  "ctsHoldBuffers": 0,
  "powerDensity_mw_per_mm2": 337.6,
  "synth_stat.cells": 903,
  "crit_fanout": 4,
  "synthTopCellsByArea": "dfxtp_1 (23%), edfxtp_1 (21%), ha_1 (15%), nand2_1 (5.2%), o21ai_0 (4.6%)",
  "cts_buffer_depth": 2,
  "grt_max_degree": 56,
  "ys_area_mm2": 0.008508,
  "max_freq_mhz": 233.9,
  "worst-path-stages": 14,
  "min_path_cells": 0,
  "cts_tree": "yes",
  "warnings": 50,
  "fin_crit_ns": 4.276,
  "critical_path_class": "flop to output port",
  "via_per_inst": 5.013,
  "tns_ns": -0.3013,
  "fin_skew_ns": 0.01599,
  "met2WireLength_um": 7672,
  "io_pins": 19,
  "cp_slowest_cell": "or4_4",
  "crit_arrival_ns": 3.44,
  "wl_per_cell_um": 14.31,
  "syn_to_final_growth_pct": 14.15,
  "yosysSeqAreaShare_pct": 44.00,
  "dr.pass1.iters": 5,
  "critPathBufInv": 2,
  "synth.logic.top_family": "simple AND/OR/NAND/NOR gates",
  "worst_r2r_path_depth": 6,
  "drv_cap": 0,
  "crit_chain": "ha_2 -> o21ai_2 -> or3_4 -> xnor2_2 -> ha_1 -> and3_4 -> nand2_2 -> nand3_2 -> a2111oi_4 -> nor2_2 -> or4_4 -> a211oi_2 -> buf_4 -> buf_2",
  "m1WireLength_um": 8742,
  "synth_flops": 157,
  "cpPeakStageDelay_ns": 0.43,
  "grt_usage_pct": 17.39,
  "slew_headroom_pct": 40.29,
  "synth-simple-area-share_pct": 18.24,
  "syn_area_mm2": 0.008508,
  "dp_hpwl_um": 12610,
  "drive_gt1_share_pct": 10.00,
  "chip_area_mm2": 0.02186,
  "hold_viol_final": 0,
  "ys_sh_adder_pct": 15.29,
  "cp-end-kind": "output port",
  "outcome": "finished with violations",
  "n_antenna_cell": 0
}
## power breakdown
| part | internal, mW | total, mW | switching [mW] |
|---|---|---|---|
| logic | 0.0172 | 0.0524 | 0.0352 |
| clock network | 0.960 | 1.63 | 0.670 |
| registers | 1.58 | 1.60 | 0.0121 |
| total | 2.56 | 3.28 | 0.717 |
## flip-flops by register name (all words and copies together) (netlist names), 5 cells and up, named ones only
register               count
spi.data                   7
spi.data_o                50
spi_vga_if.ball_x         10
spi_vga_if.ball_y         10
spi_vga_if.paddle_l_y     10
spi_vga_if.paddle_r_y     10
spi_vga_if.score_l         5
spi_vga_if.score_r         5
sync.x                    10
sync.y                    10
## through the flow
stage                     total power, mW  setup WS, ns  hold WS (ns)
after floorplan                     1.665        0.3818        0.3096
final                               3.278      -0.07602        0.3283
after global placement              1.683       -0.1119        0.3097
after CTS                           3.310       -0.2765        0.3284
after detailed placement            1.683       -0.1343        0.3121
after global routing                3.388       -0.2362        0.3370
## final timing paths
kind	endpoint	slack (ns)
worst max-delay path	r[3]	-0.08
worst min-delay path	spi.sclk_sync[1]$_DFF_P_	0.33
worst max register to register	sync.y[9]$_SDFFE_PP0P_	1.59
worst min register to register	spi.sclk_sync[1]$_DFF_P_	0.33
## logic make-up after synthesis
logic type / count (synthesis)
AOI/OAI and AO/OA: 164
xor gates and xnor gates: 43
adders and majority gates: 104
buffers and inverters: 100
DFF: 157
muxes: 12
other: 1
and+or+nand+nor: 322
## Yosys cell counts, types with 3 or more instances
master,n
nand2_1,117
ha_1,104
dfxtp_1,97
o21ai_0,79
inv_1,64
edfxtp_1,60
nor2_1,60
nand3_1,53
a21oi_1,33
xnor2_1,33
clkbuf_1,19
nand4_1,14
nor3_1,14
buf_4,12
nand2b_1,10
xor2_1,10
mux2i_1,9
nor2b_1,8
a211oi_1,7
a21o_1,7
and3_1,7
a31oi_1,6
and2_1,5
nor3b_1,5
nor4_1,4
o221ai_1,4
or3_1,4
mux2_2,3
nor4b_1,3
o2111ai_1,3
## layout make-up
| cell class | instances | area share, % |
|---|---|---|
| repair buffers | 44 | 3.453 |
| clock inverters | 14 | 1.958 |
| flip-flops and latches | 157 | 38.56 |
| well taps | 270 | 3.478 |
| multi-input cells | 653 | 45.66 |
| inverters | 64 | 2.474 |
| clock buffers | 18 | 4.419 |
## metal layers
metal  track usage [%]  vias to the layer above
li1                  -                     3241
met1             27.25                     2751
met2             26.37                      106
met3             3.622                       18
met4             2.216                        0
met5                 0                        -
## what timing repair did
item / CTS / global route
setup endpoints to repair: 4 / 4
resized: 26 / 3
setup buffers: 2 / 0
pin swaps: 11 / 10
## layout by cell type, fill, tap and decap left out, types with 10 or more instances in the layout
| master | n |
|---|---|
| xor2_1 | 10 |
| nand3_1 | 52 |
| nor2_1 | 59 |
| inv_1 | 64 |
| buf_4 | 34 |
| a21oi_1 | 32 |
| clkbuf_16 | 17 |
| xnor2_1 | 32 |
| ha_1 | 103 |
| nand4_1 | 14 |
| dfxtp_1 | 96 |
| nor3_1 | 14 |
| edfxtp_1 | 60 |
| nand2_1 | 116 |
| o21ai_0 | 78 |
Power and IR drop assume default switching activity.
